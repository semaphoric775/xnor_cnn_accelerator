$ cat design/flow/run.sh
#!/bin/bash
# OpenROAD 26Q1-2900-gdf79404cd8, Yosys 0.63+post, stock flow scripts
make -C /OpenROAD-flow-scripts/flow DESIGN_CONFIG=/design/flow/config.mk WORK_HOME=/design/flow/orfs finish
$ cat design/flow/design.v
module conv_single(input[8:0] kernel, input[8:0] window, output act_sign);
reg[8:0] conv_out;
reg[3:0] num_ones;
integer i;
always@(*) begin
	conv_out = kernel ~^ window;
	num_ones = 4'b0;
	for(i = 0; i < 9; i = i + 1)
		num_ones = num_ones + conv_out[i];
end
assign act_sign = (num_ones > 4'd4) ? 1'b1: 1'b0; 
endmodule
module controller(input reset_b,
		  input clk,
		  input dut_run,
		  input[15:0] input_mdr,
		  output reg busy, output_write_en,
		  output reg[11:0] weight_mar, input_mar, output_mar,
		  output reg[15:0] dim
		 );
reg[2:0] current_state;
reg[2:0] next_state;
reg[3:0] conv_count;
reg conv_count_in;
parameter Size10x10 = 2'b00;
parameter Size12x12 = 2'b01;
parameter Size16x16 = 2'b10;
reg[15:0] dim_in;
reg[15:0] input_mar_in;
reg[15:0] output_mar_in;
reg reset_conv_count;
parameter [2:0]
	RESTING = 3'b000,
	SU1 = 3'b001,
	SU2 = 3'b010,
	SU3 = 3'b011,
	SU4 = 3'b100,
	CONV_RUNNING = 3'b101;
always@(posedge clk)
	if(current_state == SU1) dim <= input_mdr;
always@(posedge clk or negedge reset_b)
	if(!reset_b) current_state <= RESTING;
	else current_state <= next_state;
always@(posedge clk or negedge reset_b)
	if(!reset_b) input_mar <= 12'h0;
	else input_mar <= input_mar_in;
always@(posedge clk or negedge reset_b)
	if(!reset_b) conv_count <= 4'b0;
	else conv_count <= reset_conv_count ? 4'b0 : conv_count + conv_count_in;
always@(posedge clk or negedge reset_b)
	if(!reset_b) output_mar <= 12'b0;
	else output_mar <= output_mar_in;
always@(current_state or dut_run or conv_count)
begin
busy = 1'b1;
output_write_en = 1'b0;
output_mar_in = 0;
input_mar_in = 0;
conv_count_in = 0;
reset_conv_count = 0;
weight_mar = 12'h01;
case(current_state)
RESTING:
	begin
	input_mar_in = 0;
	reset_conv_count = 1;
	busy = 1'b0;
	if(dut_run) begin
		next_state = SU1;
		input_mar_in = 2;
	end
	else next_state = RESTING;
	end
SU1:
	begin
	input_mar_in = input_mar+1;
	output_mar_in = output_mar;
	if(input_mdr == 16'h00) next_state = RESTING;
	else next_state = SU2;
	end
SU2: begin
	input_mar_in = input_mar+1;
	output_mar_in = output_mar;
	next_state = SU3;
    end
SU3: begin
	input_mar_in = input_mar+1;
	output_mar_in = output_mar;
	next_state = SU4;
    end
SU4: begin
	input_mar_in = input_mar+1;
	output_mar_in = output_mar;
	next_state = CONV_RUNNING;
    end
CONV_RUNNING: begin
	input_mar_in = input_mar+1;
	output_mar_in = output_mar+1;
	output_write_en = 1;
	if(conv_count < dim - 3) begin
		conv_count_in = 1;
		next_state = CONV_RUNNING;
	end
	else begin
		reset_conv_count = 1;
		conv_count_in = 0;
		next_state = SU1;
	end
    end
default: next_state = RESTING;
endcase
end
endmodule
module pipelined_conv(
	input[15:0] input_row,
	input [8:0] weights,
	input[15:0] dim,
	input clk,
	output[13:0] conv_out);
reg[15:0] R1, R2, R3;
wire[15:0] sign_acts;
always @(posedge clk) begin
	R1 <= input_row;
	R2 <= R1;
	R3 <= R2;
end
conv_single u0(.kernel(weights), .window({R1[2:0], R2[2:0], R3[2:0]}), .act_sign(sign_acts[0]));
conv_single u1(.kernel(weights), .window({R1[3:1], R2[3:1], R3[3:1]}), .act_sign(sign_acts[1]));
conv_single u2(.kernel(weights), .window({R1[4:2], R2[4:2], R3[4:2]}), .act_sign(sign_acts[2]));
conv_single u3(.kernel(weights), .window({R1[5:3], R2[5:3], R3[5:3]}), .act_sign(sign_acts[3]));
conv_single u4(.kernel(weights), .window({R1[6:4], R2[6:4], R3[6:4]}), .act_sign(sign_acts[4]));
conv_single u5(.kernel(weights), .window({R1[7:5], R2[7:5], R3[7:5]}), .act_sign(sign_acts[5]));
conv_single u6(.kernel(weights), .window({R1[8:6], R2[8:6], R3[8:6]}), .act_sign(sign_acts[6]));
conv_single u7(.kernel(weights), .window({R1[9:7], R2[9:7], R3[9:7]}), .act_sign(sign_acts[7]));
conv_single u8(.kernel(weights), .window({R1[10:8], R2[10:8], R3[10:8]}), .act_sign(sign_acts[8]));
conv_single u9(.kernel(weights), .window({R1[11:9], R2[11:9], R3[11:9]}), .act_sign(sign_acts[9]));
conv_single u10(.kernel(weights), .window({R1[12:10], R2[12:10], R3[12:10]}), .act_sign(sign_acts[10]));
conv_single u11(.kernel(weights), .window({R1[13:11], R2[13:11], R3[13:11]}), .act_sign(sign_acts[11]));
conv_single u12(.kernel(weights), .window({R1[14:12], R2[14:12], R3[14:12]}), .act_sign(sign_acts[12]));
conv_single u13(.kernel(weights), .window({R1[15:13], R2[15:13], R3[15:13]}), .act_sign(sign_acts[13]));
assign conv_out = (dim == 16'd10) ?  {6'b0, sign_acts[7:0]} : ((dim == 16'd12) ? {4'b0, sign_acts[9:0]} : sign_acts);
endmodule
module top_without_mem(input dut_run, reset_b, clk,
		       output dut_busy,
		       input[15:0] sram_dut_read_data, wmem_dut_read_data,
		       output[15:0] dut_sram_write_data, 
		       output[11:0] dut_sram_write_address, dut_sram_read_address,
		       output[11:0] dut_wmem_read_address, output dut_sram_write_enable
			);
wire[15:0] dim;
wire[13:0] conv_out;
controller u1(.reset_b(reset_b), .clk(clk), .dut_run(dut_run),
		.input_mdr(sram_dut_read_data), .busy(dut_busy),
		.weight_mar(dut_wmem_read_address),
		.input_mar(dut_sram_read_address),
		.output_mar(dut_sram_write_address),
		.dim(dim),
		.output_write_en(dut_sram_write_enable));
pipelined_conv u2(.input_row(sram_dut_read_data), .weights(wmem_dut_read_data[8:0]),
		 .dim(dim), .clk(clk), .conv_out(conv_out));
assign dut_sram_write_data = {2'b0, conv_out};
endmodule
$ cat design/flow/constraint.sdc
current_design top_without_mem

set clk_period 3.7
set clk_io_pct 0.2

create_clock -name clk0 -period $clk_period [get_ports {clk}]

set non_clock_inputs [all_inputs -no_clocks]
set_input_delay [expr $clk_period * $clk_io_pct] -clock clk0 $non_clock_inputs
set_output_delay [expr $clk_period * $clk_io_pct] -clock clk0 [all_outputs]
$ cat design/flow/config.mk
export PLATFORM = sky130hd
export DESIGN_NAME = top_without_mem
export DESIGN_NICKNAME = top_without_mem
export VERILOG_FILES = /design/flow/design.v
export SDC_FILE = /design/flow/constraint.sdc
export NUM_CORES = 4
export LEC_CHECK = 1
export CORE_UTILIZATION = 50
==> flow_metrics.tcl <==
# flow metrics
set metrics [dict create \
    wl_um 15300 \
    p_int_mw 3.28 \
    die_width_um 121 \
    fillers 995 \
    period_minus_slack_ps 5020 \
    ys_warn_count 5 \
    antenna_cells 0 \
    grt_overflow_total 0 \
    comb_area_sq_um 4750 \
    vias_per_cell 4.96 \
    ys_area_sq_um 7060 \
    die-area_sq_um 14600 \
    drtPass1Iterations 4 \
    switching_share_pct 35.6 \
    initCoreUtil_pct 51.1 \
    yosysCellCount 662 \
    ys_seq_share_pct 32.5 \
    fin_util_pct 70.2 \
    slew_violations 0 \
    worstPathMaxFanout 4 \
    edf_count 16 \
    cts_buffers 9 \
    via_count 5061 \
    drv_cap 0 \
    setup_viol 14 \
    yosysUniqueCellTypes 45 \
    relSlewSlack_pct 50.6 \
    p_total_mw 5.09 \
    fin_ws_ps -1320 \
    clkLatencyLatePin_ps 350 \
    grt_pass1_vias 5401 \
    hpwl_um 11500 \
    grt_pass1_wl_um 26300 \
    root_buffer "clkbuf_16" \
    min_path_type "reg2reg" \
    worst_slew_pin_slew_ps 741 \
    outcome "finished, violations left" \
    clk_path_buf_depth 2 \
    io_buffers 67 \
    p_per_area_nw_per_um2 524 \
    avgSynthCellArea_sq_um 10.7 \
    grt.total_usage_pct 24.6 \
    peakVddDrop_mv 0.358 \
    tritoncts "done" \
    layout-drive-gt1-share_pct 28.0 \
    grt_max_degree 35 \
    place.gp.congestion 0.865 \
    numSynthFlops 98 \
    rsz0062_at_grt "yes" \
    synth_area_sq_um 7060 \
    path_clk_slew_ps 70 \
    area_growth_pct 37.5 \
    cts.sinks 98 \
    share_seq_of_total_power_pct 26.7 \
    coreArea_sq_um 13800 \
    violations "negative setup slack" \
    routedWlPerCell_um 15.0 \
    leakagePower_nw 4.37 \
    worstPathArrival_ps 4280 \
    hold_violations 0 \
    critPathCaptureType "output port" \
    finalCritPeriodShare_pct 136 \
    drc_errors 0 \
    pwr-share-comb_pct 54.8 \
    pwr-share-clk_pct 18.5 \
    htree_levels 3 \
    finClkSkew_ps 6.51 \
    path_class "in2out" \
    fmax_mhz 199 \
    startpoint_type "input port" \
    antenna_found_initial 0 \
    hold_buffers 0 \
    core.rowCount 43 \
    die_h_um 121 \
    netlist_instances 662 \
    drt-initial-drc-count 137 \
    flop_area_sq_um 2290 \
    pin_count 89 \
    p_switching_mw 1.81 \
    warnings 37 \
    async_reset_ff_share_pct 34.7 \
    ys.flop_type "dfxtp_1" \
    crit_required_ps 2960 \
    ant_nets 0 \
]
logic make-up after synthesis:
logic type,Yosys count,synth area share (%)
other,2,0.106
multiplexers,1,0.159
AND/OR/NAND/NOR,101,7.27
adder cells (fa/ha/maj),108,26.6
buffers and inverters,117,7.50
AND-OR/OR-AND,90,7.92
XOR/XNOR,145,18.0
flip-flops,98,32.5
synth_stat cells (2+ instances only):
cell        n  share of area, %
a22o_1      3              0.37
dfxtp_1    48                14
dfrtp_1    33                12
nor2b_1     2              0.18
a21o_1     10               1.1
inv_1      74               3.9
o2111ai_1   2              0.25
a2111oi_0   2              0.25
buf_4      22               2.3
buf_1       3              0.16
o22ai_1     5              0.44
or4_1       3              0.32
fa_1       70                20
a211oi_1    2              0.21
a211o_1     4              0.50
xnor2_1    52               6.5
nor2_1     28               1.5
nand3_1    11              0.78
o21ai_0    26               1.8
o211ai_1    3              0.32
and4_1      3              0.37
xor2_1     93                12
or3_1       4              0.35
edfxtp_1   16               6.8
clkbuf_1   17              0.90
nor3_1      2              0.14
nand2_1    21               1.1
nand4_1     9              0.80
o21a_1      2              0.21
ha_1       38               6.7
a21oi_1    26               1.8
nor4_1      8              0.71
and2_1      4              0.35
o31ai_1     3              0.32
and3_1      2              0.18
conb_1      2              0.11
critical path, cell delays in order:
cell	delay, ps
buf_12	110
buf_12	120
buf_8	110
xnor2_4	130
fa_1	560
inv_2	40
fa_1	470
fa_1	560
inv_1	50
fa_2	350
fa_2	540
o22ai_2	60
a21oi_1	120
a21oi_1	50
nor2_1	140
buf_2	120
through the flow:
stage               std cells  setup WS [ps]  setup TNS [ps]  cell area (sq um)  hold WS (ps)
global route             1020          -1450          -18130               9710           375
floorplan                 674           -968          -12300               7530           349
global placement          975          -1930          -26330               8930           357
CTS                      1015          -1390          -17430               9620           365
finish                   1020          -1320          -16160               9710           363
detailed placement        975          -1960          -26700               8930           356
repair_timing:
| item | in CTS | in global routing |
|---|---|---|
| setup endpoints to repair | 14 | 14 |
| resized | 107 | 20 |
| gates cloned | 1 | 0 |
| buffers inserted | 23 | 7 |
| pin swaps | 72 | 50 |
layout make-up:
class	count	share of cell area, %
clock buffers	10	2.36
repair buffers	193	19.2
inverters	74	2.86
well taps	180	2.32
multi-input cells	459	48.9
clock inverters	6	0.683
flip-flops and latches	98	23.6
sequential cells by signal (all words and copies together), names as in the netlist:
name and flops:
u1.dim 16, u2.R1 16, u2.R2 16, u2.R3 16, u1.input_mar 12, u1.output_mar 12, u1.current_state 6, u1.conv_count 4
power groups by stage:
stage	Clock [mW]	Sequential [mW]	Combinational, mW
finish	0.942	1.36	2.79
global route	1.01	1.38	3.21
CTS	0.961	1.36	2.75
cells in the final DEF (no fill, tap or decap), types with 10 or more instances in the layout:
master	synthesis	routed
buf_4	22	93
xor2_1	93	81
inv_1	74	61
fa_1	70	53
clkdlybuf4s50_1	0	50
dfxtp_1	48	48
ha_1	38	38
dfrtp_1	33	33
xnor2_1	52	28
nor2_1	28	28
a21oi_1	26	21
nand2_1	21	21
buf_12	0	18
fa_2	0	17
edfxtp_1	16	16
o21ai_1	0	15
conb_1	2	14
inv_2	0	13
xnor2_2	0	13
buf_2	0	13
xor2_2	0	12
xnor2_4	0	11
nand3_1	11	11
a21o_1	10	10
o21ai_0	26	10
metal layers:
| metal | part of all wire, % | vias to the layer above | global-route usage (%) |
|---|---|---|---|
| met5 | 0 | - | 0 |
| met3 | 6.0 | 16 | 6.31 |
| met2 | 47 | 112 | 38.0 |
| met1 | 45 | 2461 | 39.1 |
| met4 | 1.3 | 0 | 2.62 |
| li1 | - | 2472 | - |
worst paths after layout:
| check | from | endpoint | slack (ps) | cells past startpoint |
|---|---|---|---|---|
| worst max register to register | u1.dim[0] | u1.conv_count[3] | 920 | 11 |
| max in group asynchronous | reset_b | u1.current_state[0] | 2570 | 2 |
| min in group asynchronous | reset_b | u1.input_mar[6] | 800 | 2 |
| worst max-delay path | wmem_dut_read_data[0] | dut_sram_write_data[12] | -1320 | 16 |
| worst min register to register | u2.R2[15] | u2.R3[15] | 360 | 0 |
| worst min-delay path | u2.R2[15] | u2.R3[15] | 360 | 0 |
Power figures rest on the tool's default switching activity, not on a simulated workload.
